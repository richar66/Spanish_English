`run.sh`:
```
#!/bin/bash
# OpenROAD 26Q1-2900-gdf79404cd8, Yosys 0.63+post, stock flow scripts
make -C /OpenROAD-flow-scripts/flow DESIGN_CONFIG=/design/flow/config.mk WORK_HOME=/design/flow/orfs finish
```
`config.mk`:
```
export PLATFORM = sky130hd
export DESIGN_NAME = LCD_Controller
export DESIGN_NICKNAME = LCD_Controller
export VERILOG_FILES = /design/flow/design.v
export SDC_FILE = /design/flow/constraint.sdc
export NUM_CORES = 4
export LEC_CHECK = 1
export CORE_AREA = 10 10 86 86
export DIE_AREA = 0 0 96 96
```
`constraint.sdc`:
```
current_design LCD_Controller

set clk_period 2.4
set clk_io_pct 0.2

create_clock -name clk0 -period $clk_period [get_ports {iCLK}]

set non_clock_inputs [all_inputs -no_clocks]
set_input_delay [expr $clk_period * $clk_io_pct] -clock clk0 $non_clock_inputs
set_output_delay [expr $clk_period * $clk_io_pct] -clock clk0 [all_outputs]
```
`design.v`:
```
module LCD_Controller (	
input rst,
input [7:0] iDATA,
input iRS,
input iStart,
output reg oDone,
input iCLK,iRST_N,
output [7:0] LCD_DATA,
output LCD_RW,
output reg LCD_EN,
output LCD_RS	);
parameter	CLK_Divide	=	16;
reg		[4:0]	Cont;
reg		[1:0]	ST;
reg		preStart,mStart;
assign	LCD_DATA	=	iDATA; 
assign	LCD_RW		=	1'b0;
assign	LCD_RS		=	iRS;
always@(posedge iCLK or negedge iRST_N)
begin
	if(!iRST_N)
	begin
		oDone	<=	1'b0;
		LCD_EN	<=	1'b0;
		preStart<=	1'b0;
		mStart	<=	1'b0;
		Cont	<=	0;
		ST		<=	0;
	end
	else
	begin
		if(rst <= 1'b0)
			begin
			oDone	<=	1'b0;
			LCD_EN	<=	1'b0;
			preStart<=	1'b0;
			mStart	<=	1'b0;
			Cont	<=	0;
			ST		<=	0;
			end
		preStart<=	iStart;
		if({preStart,iStart}==2'b01)
		begin
			mStart	<=	1'b1;
			oDone	<=	1'b0;
		end
		if(mStart)
		begin
			case(ST)
			0:	ST	<=	1;	 
			1:	begin
					LCD_EN	<=	1'b1;
					ST		<=	2;
				end
			2:	begin					
					if(Cont<CLK_Divide)
					Cont	<=	Cont + 1'b1;
					else
					ST		<=	3;
				end
			3:	begin
					LCD_EN	<=	1'b0;
					mStart	<=	1'b0;
					oDone	<=	1'b1;
					Cont	<=	0;
					ST		<=	0;
				end
			endcase
		end
	end
end
endmodule
```
==> results.json <==
{
  "worstMarginPinSlew_ns": 0.5699,
  "antenna_cells": 0,
  "postCtsHoldBufs": 0,
  "slew_violations": 0,
  "cp.arrival_ns": 1.07,
  "hpwl_microns": 958.9,
  "status": "finished clean",
  "skew_ns": 0.0007583,
  "grt_usage_pct": 2.984,
  "ir_drop_uv": 178.4,
  "num_rows": 27,
  "crit_path_max_fanout": 2,
  "grt_pass1_vias": 470,
  "ys_types": 26,
  "p_sw_uw": 121.4,
  "ys_cells": 71,
  "area_growth_pct": 10.51,
  "dr.pass1.iters": 4,
  "drc_errors": 0,
  "crit_path_max_incr_delay_ns": 0.49,
  "dr_wl_met2_microns": 593,
  "p_total_uw": 505.6,
  "dr_wl_met3_microns": 64,
  "avgViaCountPerCell": 3.413,
  "overflow": 0,
  "cp-end-kind": "primary output",
  "fp_util_pct": 13.32,
  "mostFrequentLayoutCells": "dfrtp_1 (12), a32o_1 (6), nand3_1 (5), nand2_1 (5), clkdlybuf4s50_1 (5)",
  "die_area_sq_mm": 0.009216,
  "pwr-share-seq_pct": 51.9,
  "synth_cells": 71,
  "lay_top_count": "dfrtp_1",
  "required_ns": 1.92,
  "setup-tns-final_ns": 0,
  "setup_violations": 0,
  "rsz0062_at_grt": "false",
  "die_w_microns": 96,
  "synth_chip_area_sq_um": 738.2,
  "cts_tree": "built",
  "wl_met1_microns": 632,
  "grt_pass1_wl_mm": 2.235,
  "clk_pin_slew_worst_paths_ns": 0.05,
  "num_vias": 471,
  "critPathSlowestCell": "clkdlybuf4s50_1",
  "cap_violations": 0,
  "worst_r2r_path_depth": 4,
  "syn-cell-area_sq_um": 738.2,
  "min_to": "ST[0]",
  "hold_path_depth": 2,
  "warning_count": 25,
  "wl_per_cell_microns": 9.486,
  "fin_crit_sh_pct": 64.46,
  "fin_area_sq_um": 815.8,
  "relSlewSlack_pct": 61.89,
  "final_util_pct": 14.72,
  "grt_max_degree": 15,
  "cp_cell_sequence": "clkdlybuf4s50_1",
  "p_leak_uw": 0.0003080,
  "ys_seq_share_pct": 44.24,
  "fp.coreArea_sq_mm": 0.005540,
  "p_int_uw": 384.2,
  "ios": 25,
  "cts_buffer_depth": 2,
  "crit_family": "buffers and inverters",
  "hold_path.class": "flip-flop to flip-flop",
  "min_from": "ST[0]",
  "combPwrFrac_pct": 11.1,
  "rr_endpoint": "Cont[2]",
  "numCtsBuffers": 3,
  "cp-start-kind": "flip-flop",
  "drive_gt1_share_pct": 12.12,
  "antenna_found_initial": 0,
  "hold_viol_final": 0,
  "max_freq_mhz": 646.4,
  "clkPwrFrac_pct": 37.0,
  "r2r_slack_ns": 1.21,
  "powerDensity_mw_per_mm2": 619.7,
  "postCtsSetupBuffers": 0,
  "wl_mm": 1.309,
  "place.gp.congestion": 0.8002,
  "min_period_ns": 1.547,
  "avgSynthCellArea_sq_um": 10.40,
  "htreeDepth": 1,
  "root_buffer": "clkbuf_8",
  "fill_cells": 635,
  "synth_flop_count": 13,
  "clk_latency_ns": 0.24,
  "place_area_sq_um": 770.7,
  "yosys_warnings": 1,
  "clock_sinks": 13,
  "io_buffer_count": 5,
  "highest_layer": "met4",
  "swShare_pct": 24.01,
  "postCtsResizedCells": 0,
  "cp.buffers_inverters": 1,
  "r2r-start": "Cont[0]",
  "critPathKind": "flip-flop to primary output",
  "drt_iter0_drc": 14,
  "fp.dieH_microns": 96,
  "ant_nets": 0
}
-- area by class of cell --
type / count / area [sq um] / share of cell area (%)
clock buffer: 4 / 45.04 / 5.521
inverter: 3 / 11.26 / 1.380
multi-input combinational: 41 / 292.8 / 35.89
sequential: 13 / 326.6 / 40.03
tap: 72 / 90.09 / 11.04
timing repair buffer: 5 / 50.05 / 6.135
-- kinds of logic (layout without fill, tap and decap cells) --
kind of cell | Yosys count | in the layout | share of synthesized area (%)
adders and majority gates | 1 | 1 | 1.695
DFF | 13 | 13 | 44.24
and+or+nand+nor | 18 | 18 | 14.41
other | 1 | 1 | 0.5080
buffers and inverters | 17 | 12 | 16.10
xor gates and xnor gates | 1 | 1 | 1.187
AOI/OAI and AO/OA | 20 | 20 | 21.87
-- power by group through the flow --
stage | combinational (uW) | sequential (uW) | clock (uW)
4_1_cts | 58.0 | 262 | 193
5_1_grt | 65.0 | 266 | 204
6_report | 56.3 | 262 | 187
-- flip-flops by register name (all words and copies together), names as in the netlist --
register  count
mStart        1
preStart      1
Cont          5
ST            4
LCD_EN        1
oDone         1
-- worst max path at each step --
stage | startpoint | endpoint | slack [ns] | depth (start not counted)
after global routing | LCD_EN | LCD_EN | 0.80 | 1
after CTS | LCD_EN | LCD_EN | 0.82 | 1
final | LCD_EN | LCD_EN | 0.85 | 1
-- routing by layer --
| layer | track usage, % | up-vias |
|---|---|---|
| met5 | 0 | - |
| met4 | 0.7371 | 0 |
| met3 | 1.179 | 2 |
| met2 | 4.372 | 3 |
| met1 | 4.035 | 233 |
| li1 | - | 233 |
-- synth_stat cells, drive strengths merged --
cell | count | area [sq um]
buf | 14 | 107.6
dfrtp | 12 | 300.3
a32o | 6 | 60.06
o21ai | 6 | 33.78
nand2 | 5 | 18.77
nand3 | 5 | 25.02
nand2b | 4 | 32.53
a21oi | 3 | 15.01
inv | 3 | 11.26
nor2b | 2 | 12.51
o211ai | 2 | 20.02
a2bb2oi | 1 | 8.760
and3 | 1 | 6.260
conb | 1 | 3.750
dfstp | 1 | 26.28
ha | 1 | 12.51
nand4bb | 1 | 11.26
o21bai | 1 | 7.510
o32ai | 1 | 16.27
xor2 | 1 | 8.760
-- per-stage QoR --
step,setup WS (ns),std cells,hold slack (ns)
2_1_floorplan,1.294,71,0.1844
3_3_place_gp,0.6663,134,0.4750
3_5_place_dp,0.6555,134,0.4807
4_1_cts,0.8188,138,0.4884
5_1_grt,0.8043,138,0.5243
6_report,0.8530,138,0.4830
No activity file was given, so power comes from the tool's default toggle rates.
